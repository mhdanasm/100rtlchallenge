==> design.v <==
module mux #(parameter Bitwidth=100)( input [Bitwidth-1:0] a,b,input sel,
            output [Bitwidth-1:0] out);
assign out=sel?b:a;
endmodule
==> run.sh <==
#!/bin/bash
# OpenROAD 26Q1-2900-gdf79404cd8, Yosys 0.63+post, stock flow scripts
make -C /OpenROAD-flow-scripts/flow DESIGN_CONFIG=/design/flow/config.mk WORK_HOME=/design/flow/orfs finish
==> config.mk <==
export PLATFORM = sky130hd
export DESIGN_NAME = mux
export DESIGN_NICKNAME = mux
export VERILOG_FILES = /design/flow/design.v
export SDC_FILE = /design/flow/constraint.sdc
export NUM_CORES = 4
export LEC_CHECK = 1
export CORE_AREA = 10 10 123 123
export DIE_AREA = 0 0 133 133
==> constraint.sdc <==
current_design mux

set clk_period 1.0
set clk_io_pct 0.2

create_clock -name clk0 -period $clk_period

set non_clock_inputs [all_inputs -no_clocks]
set_input_delay [expr $clk_period * $clk_io_pct] -clock clk0 $non_clock_inputs
set_output_delay [expr $clk_period * $clk_io_pct] -clock clk0 [all_outputs]
==> results.sh <==
# source this file to load flow results
export IMPL_outcome="finished with violations"
export IMPL_violations="setup timing"
export IMPL_netlist_area_um2=1710
export IMPL_fp_util=0.136
export IMPL_end_kind="output port"
export IMPL_top_cell_area_share=0.877
export IMPL_p_sw_mw=0.476
export IMPL_min_from="a[17]"
export IMPL_fin_total_pwr_mw=2.01
export IMPL_cp_max_fo=6
export IMPL_finalInstanceArea_um2=5080
export IMPL_max_stage_delay_ns=0.29
export IMPL_grt_pass1_vias=2465
export IMPL_avgSynthCellArea_um2=15.4
export IMPL_antenna_found_initial=0
export IMPL_place_congestion=0.782
export IMPL_worst_hold_path_endpoint="out[17]"
export IMPL_slew_violations=0
export IMPL_coreArea_um2=12600
export IMPL_vias=2233
export IMPL_top_cells_by_count="mux2_4 (100), buf_12 (10), buf_6 (1)"
export IMPL_post_route_period_util=1.29
export IMPL_slowest_stage="mux2_4"
export IMPL_slew_headroom=0.937
export IMPL_pre_cts_slack_ns=-0.562
export IMPL_worstMarginPinSlew_ns=0.0944
export IMPL_min_path_type="in2out"
export IMPL_synthTopCellsByArea="mux2_4 (88%), buf_12 (12%), buf_6 (0.66%)"
export IMPL_portBuffers=301
export IMPL_cellPowerDensity_nw_per_um2=396
export IMPL_combPwrFrac=1.000
export IMPL_path_cells="buf_16 -> buf_16 -> buf_8 -> buf_6 -> mux2_4 -> buf_6"
export IMPL_synthCells=111
export IMPL_nClkBuffers=0
export IMPL_overflow=0
export IMPL_diodes=0
export IMPL_drc=0
export IMPL_hold_viol=0
export IMPL_layout_drive_gt1_share=0.550
export IMPL_postPlaceCellArea_um2=4880
export IMPL_ys_types=3
export IMPL_p_int_mw=1.54
export IMPL_whs_ns=0.701
export IMPL_synth_seq_share=0
export IMPL_yosys_area_um2=1710
export IMPL_n_fill_cell=1297
export IMPL_cellLeakagePower_nw=2.76
export IMPL_final_util=0.404
export IMPL_fp_dieArea_um2=17700
export IMPL_min_period_ns=1.29
export IMPL_grt_setup_unrepaired="true"
export IMPL_yosysWarnings=0
export IMPL_tool_warnings=34
export IMPL_routedWlPerCell_um=17.8
export IMPL_antenna_left=0
export IMPL_irDropWorstVdd_uv=165
export IMPL_rows=41
export IMPL_cap_violations=0
export IMPL_power_share_clock=0
export IMPL_setup_ws_ns=-0.292
export IMPL_avgViaCountPerCell=3.63
export IMPL_crit_type="in2out"
export IMPL_arrival_ns=1.09
export IMPL_top_cell="mux2_4"
export IMPL_post_dp_hpwl_um=9490
export IMPL_drtIter0Drc=44
export IMPL_setup_viol=100
export IMPL_seq_power_share=0
export IMPL_drt_total_wl_um=11000
export IMPL_areaGrowthSynthToFinish_pct=196
export IMPL_whs_path_depth=3
export IMPL_startpoint_type="input pin"
export IMPL_die_h_um=133
export IMPL_regArea_um2=0
export IMPL_grt_pass1_wl_um=15800
export IMPL_track_usage=0.113
export IMPL_ioPinCount=301
export IMPL_switching_share=0.236
export IMPL_grt_max_degree=8
export IMPL_fmax_mhz=774
export IMPL_yosys_area_top_type="mux2_4"
export IMPL_synth_stat_cells=111
export IMPL_required_ns=0.80
export IMPL_die_x_um=133
export IMPL_dr_pass1_iters=4
export IMPL_flops=0
[worst max-delay path by stage]
stage                 startpoint      end  cells after the start
final                        sel  out[15]                      6
after global routing         sel  out[15]                      6
after CTS                    sel  out[60]                      6
[cells in the final DEF, fill, tap and decap left out]
cell type / instances
buf_8: 9
buf_4: 3
dlymetal6s2s_1: 2
dlygate4sd2_1: 197
mux2_4: 100
clkdlybuf4s50_1: 1
buf_12: 6
buf_2: 36
buf_16: 8
buf_6: 82
[area by class of cell]
| cell class | count | area, µm² | area share |
|---|---|---|---|
| tap | 172 | 215 | 0.0424 |
| multi-input combinational | 100 | 1500 | 0.296 |
| timing repair buffer | 344 | 3360 | 0.662 |
[routing by layer]
| layer | routed length (µm) | track usage |
|---|---|---|
| met4 | 0 | 0.00244 |
| met2 | 5670 | 0.206 |
| met5 | 0 | 0 |
| met1 | 4240 | 0.129 |
| met3 | 1050 | 0.0427 |
[worst max-delay path: cells and delay by family]
| kind | cells | cell delay [ns] |
|---|---|---|
| buffers and inverters | 5 | 0.59 |
| multiplexers | 1 | 0.29 |
[timing repair]
action | CTS | global route
setup buffers | 25 | 4
hold buffers | 0 | 0
endpoints found under the setup margin | 100 | 100
gates cloned | 7 | 0
resized | 616 | 19
[metrics by stage]
stage	setup TNS (ns)	std cells
floorplan	0	111
global placement	-52.23	584
detailed placement	-51.76	584
CTS	-17.28	616
global route	-17.40	616
finish	-15.39	616
[logic make-up after synthesis]
kind of cell / synth area share
muxes: 0.877
buffers and inverters: 0.123
[power by group through the flow]
stage / sequential (mW) / combinational [mW] / clock [mW]
after global routing: 0 / 2.15 / 0
final: 0 / 2.01 / 0
after CTS: 0 / 2.03 / 0
